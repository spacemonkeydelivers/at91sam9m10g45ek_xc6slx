==> flow/design.v <==
`timescale 1ns / 1ps
module SimpleRam(
   input wire reset_i,
   input wire clk_i,
   input wire wr_i,
   input wire rd_i,
   input wire [LOG2_SIZE - 1: 0] addr_i,
   input wire [DATA_WIDTH - 1:0] data_i,
   output wire [DATA_WIDTH - 1:0] data_o
);
   parameter LOG2_SIZE = 5;
   parameter SIZE = 2**LOG2_SIZE;
   parameter DATA_WIDTH = 16;
   reg [DATA_WIDTH - 1:0] storage[SIZE-1:0];
   reg [DATA_WIDTH - 1:0] out = 0;
   assign data_o = rd_i ? out : {DATA_WIDTH{1'bZ}};
   always @ (posedge clk_i)
   begin
      if (reset_i)
      begin
         out <= 16'h0;
      end
      else
      begin
         if (wr_i)
         begin
            storage[addr_i] <= data_i;
         end
         if (rd_i)
         begin
            out <= storage[addr_i];
         end
      end
   end
endmodule
module simple_debug(
   inout wire [DATA_WIDTH - 1:0] data_io,  
   input wire [24:0] addr_i,               
   input wire read_i,                      
   input wire write_i,                     
   input wire [1:0] cs_i,                  
   input wire clk_i,                       
   input wire reset_i,                     
   input wire irq_i,                       
   output wire irq_o,                      
   output wire [4:0] leds_o                
);
   localparam DATA_WIDTH = 16;
   reg stage_1 = 0;
   reg stage_2 = 0;
   reg stage_3 = 0;
   wire disable_io;
   assign disable_io = (read_i);
   wire chip_select = cs_i[0] && cs_i[1];
   wire [DATA_WIDTH - 1:0] data_to_iface;
   reg [DATA_WIDTH - 1:0] data_from_iface = 0;
   reg [15:0] stored_data;
   reg	[31:0] counter = 0;  
   assign leds_o[0] = 1;
   assign leds_o[1] = counter[0];
   assign leds_o[2] = counter[31];
   assign leds_o[3] = irq_i;
   assign leds_o[4] = stored_data[0];
   reg irq = 0;
   assign irq_o = irq;
   genvar y;
   generate
   for(y = 0; y < 16; y = y + 1 ) 
   begin : iobuf_generation
      IOBUF io_y (
         .I( data_from_iface[y] ),
         .O( data_to_iface[y] ),
         .IO( data_io[y] ),
         .T ( disable_io )
      );
   end
   endgenerate
   parameter RAM_ADDRESS_START = 25'h2000;
   parameter RAM_SIZE = 32;
   parameter RAM_SIZE_LOG2 = 5;
   wire ram_accessed = (({cs_i[0], addr_i} >= RAM_ADDRESS_START) && ({cs_i[0], addr_i} < (RAM_ADDRESS_START + RAM_SIZE*2))) ? 1 : 0;
	wire clear_irq = ({cs_i[0], addr_i} == 25'h0);
   wire [DATA_WIDTH - 1:0] ram_d;
   SimpleRam #(.DATA_WIDTH(DATA_WIDTH),
               .SIZE(RAM_SIZE),
               .LOG2_SIZE(RAM_SIZE_LOG2))
             RAM0(.reset_i(!reset_i),
                  .clk_i(clk_i),
                  .rd_i(!read_i && ram_accessed),
                  .wr_i(!write_i && ram_accessed),
                  .addr_i(addr_i[RAM_SIZE_LOG2:1]),  
                  .data_i(data_to_iface),
                  .data_o(ram_d));
   wire iface_accessed = {stage_2, stage_3} == 2'b01;
   always @ (posedge clk_i) 
   begin
      if (!reset_i)
      begin
         counter <= 0;
         stage_3 <= 0;
         stage_2 <= 0;
         stage_1 <= 0;
         data_from_iface <= 0;
         irq <= 0;
      end
      else
      begin
			if (counter == 32'hFFFFFFFF)
			begin
				irq <= 1;
			end
         counter <= counter + 1;
         stage_3 <= stage_2;
         stage_2 <= stage_1;
         stage_1 <= chip_select;
         if (iface_accessed)
         begin
            if (!read_i)
            begin
               if (ram_accessed)
               begin
                  data_from_iface <= ram_d;
               end
               else
               begin
                  data_from_iface <= (addr_i[DATA_WIDTH - 1:0] | cs_i[0]);
               end
            end
            if (!write_i)
            begin
               if (!ram_accessed)
               begin
						if (clear_irq)
						begin
							irq <= data_to_iface[0];
						end
						else
						begin
	                  stored_data <= data_to_iface;
						end
               end
            end
         end
      end
   end
endmodule
==> flow/run.sh <==
#!/bin/bash
# OpenROAD 26Q1-2900-gdf79404cd8, Yosys 0.63+post, stock flow scripts
make -C /OpenROAD-flow-scripts/flow DESIGN_CONFIG=/design/flow/config.mk WORK_HOME=/design/flow/orfs finish
==> flow/config.mk <==
export PLATFORM = sky130hd
export DESIGN_NAME = SimpleRam
export DESIGN_NICKNAME = SimpleRam
export VERILOG_FILES = /design/flow/design.v
export SDC_FILE = /design/flow/constraint.sdc
export NUM_CORES = 4
export LEC_CHECK = 1
export CORE_UTILIZATION = 50
==> flow/constraint.sdc <==
current_design SimpleRam

set clk_period 3.1
set clk_io_pct 0.2

create_clock -name clk0 -period $clk_period [get_ports {clk_i}]

set non_clock_inputs [all_inputs -no_clocks]
set_input_delay [expr $clk_period * $clk_io_pct] -clock clk0 $non_clock_inputs
set_output_delay [expr $clk_period * $clk_io_pct] -clock clk0 [all_outputs]
==> reports/metrics.csv <==
stage;metric;value;unit
status;run_status;finished, final reports clean;
setup_path;cp_cell_sequence;clkdlybuf4s50_1;
setup_path;r2r_cells;4;
global_route;grt_max_degree;41;
logic_synthesis;syn_area_per_cell;20.4;um2
setup_path;path_class;flop to primary output;
setup_path;cp-startpoint;out[12];
logic_synthesis;ys_warn_count;2;
setup_path;crit_family;buffers and inverters;
drt;routed-via-count;10100;
cts;postCtsResizedCells;0;
run;warnings;25;
logic_synthesis;ys_ff;528;
global_route;grt_pass1_wl;71600;um
global_route;gr-total-overflow;0;
drt;n_antenna_cell;0;
layout;fillCellCount;2818;
hold_path;hold-path-endpoint;out[6];
placed_design;port_buffers;40;
sta;drv_slew;0;
setup_path;cp_max_fo;2;
run;cap_violations;0;
layout;final_layout_top_logic_cells;512 x edfxtp_1, 84 x mux4_2, 84 x mux2i_1, 77 x buf_4, 56 x nor2_1;
die;coreArea;39900;um2
cts;insertion_delay;0.60;ns
hold_path;hold_depth;2;
setup_path;critPathBufInv;1;
power;p_per_area;646;nW/um2
sta;hold_viol;0;
die;dieArea;41600;um2
sta;finClkSkew;0.0225;ns
die;dieHeight;204;um
logic_synthesis;synth_area_leader_cell;edfxtp_1;
cts;htreeDepth;2;
cts;cts_setup_buffers;0;
logic_synthesis;ys_types;54;
layout;layout_top_cell;edfxtp_1;
layout;layout-drive-gt1-share;0.232;
logic_synthesis;synthesis.instances;997;
sta;worst_pin_slew;0.593;ns
logic_synthesis;synth_seq_share;0.771;
placed_design;hpwl;30000;um
sta;max_freq;447;MHz
setup_path;worst_ep_arrival_time;1.61;ns
sta;relSlewSlack;0.605;
setup_path;rrSetupSlack;1.36;ns
sta;post-route-period-util;0.721;
sta;setup_viol;0;
setup_path;r2r_end;out[2];
drt;totalWireLength;48700;um
die;die-width;204;um
die;ios;41;
setup_path;worstSetupStartpointType;flop;
setup_path;crit_path_top_delay_cell;clkdlybuf4s50_1;
setup_path;max_stage_delay;0.52;ns
drt;drc;0;
die;fp_util;0.510;
global_route;antenna_found_initial;1;
sta;period_minus_slack;2.23;ns
logic_synthesis;ys_sh_simple;0.0343;
drt;drt_iter0_drc;640;
power;power_leakage;7.75;nW
cts;clock-sinks;528;
global_route;grt_pass1_vias;10700;
logic_synthesis;synth.area.mux_share;0.137;
drt;antenna_left;0;
logic_synthesis;ys_area;20400;um2
drt;wire_per_inst;28.7;um
drt;vias_per_cell;5.93;
logic_synthesis;top_cell_area_share;0.755;
setup_path;rr_startpoint;storage[31][2];
logic_synthesis;yosys.area_share.aoi;0.0390;
hold_path;worstHoldStart;out[6];
cts;ctsRootBufferMaster;clkbuf_16;
logic_synthesis;synthTopLogicFamily;multiplexers;
layout;final_core_util;0.595;
die;rows;73;
logic_synthesis;yosys_cells;997;
setup_path;critPathRequiredTime;2.48;ns
global_route;track_usage;0.276;
logic_synthesis;syn_area;20400;um2
logic_synthesis;synthAdderAreaFrac;0;
power;peakVddDrop;0.456;mV
sta;fin_setup_tns;0;ns
layout;syn2layout_area_growth;16.5;%
logic_synthesis;ys_sh_xor;0;
drt;first_pass_iters;5;
logic_synthesis;ys_top_cells_by_area;edfxtp_1 75%, mux4_2 9.3%, mux2i_1 4.1%;
cts;cts.hold.buffers_added;0;
cts;cts_tree;built;
setup_path;endpoint_kind;primary output;
cts;clk_pin_slew_worst_paths;0.06;ns
placed_design;place.gp.congestion;0.971;
cts;cts_buffer_depth;3;
sta;rsz0062_at_grt;no;
hold_path;hold_class;flop to flop;
cts;numCtsBuffers;53;
## worst register-to-register path, cell delays in order, from the launching register on
cell	delay (ns)
edfxtp_1	0.35
mux4_2	0.50
a22o_1	0.24
o21ai_1	0.38
a31oi_1	0.15
## final cells by class
cell class / count / area [um2] / area share
flip-flops and latches: 528 / 15700 / 0.661
inverters: 1 / 3.75 / 0.000158
clock buffers: 68 / 1470 / 0.0617
repair buffers: 131 / 1260 / 0.0530
multi-input cells: 411 / 4290 / 0.181
clock inverters: 32 / 367 / 0.0154
well taps: 525 / 657 / 0.0277
## cell usage after synthesis (all sizes together)
library cell and n:
nand2 9, o21a 1, o31ai 1, nor2b 4, a32o 4, a41oi 1
nor3 4, nand4bb 4, or3 2, nand2b 2, and2 8, mux4 85
nor2 58, or4b 2, a31oi 7, a21oi 6, nand3 2, o221ai 1
nand4b 5, or3b 2, mux2i 84, clkbuf 12, buf 45, a32oi 3
nand4 1, mux2 3, nor4 12, o21bai 7, edfxtp 512, or4 1
inv 1, a22o 10, dfxtp 16, o21ai 19, o22ai 28, and3b 3
a311oi 8, nor3b 3, nand3b 2, a22oi 16, and3 1, nor4b 1
a2111oi 1
## per-layer routing
layer / part of all wire / up-vias / GRT usage
li1: - / 4423 / -
met1: 0.36 / 5048 / 0.417
met2: 0.46 / 510 / 0.383
met3: 0.15 / 70 / 0.172
met4: 0.024 / 2 / 0.0593
met5: 0.00027 / - / 0
## report_power, final
| part | internal, W | switching [W] | leakage [nW] |
|---|---|---|---|
| registers | 0.00789 | 0.0000340 | 4.74 |
| clock network | 0.00400 | 0.00262 | 0.889 |
| logic | 0.000318 | 0.000464 | 2.12 |
| total | 0.0122 | 0.00312 | 7.75 |
## logic make-up after synthesis
group	count (synthesis)
buffers and inverters	58
multiplexers	172
AND/OR/NAND/NOR	126
flip-flops	528
AND-OR/OR-AND	113
## state kept, by name, summed over array words and instances, names as in the netlist
name     count
out         16
storage    512
## per-stage QoR
step | instances | instance area [um2] | worst slack, ns | hold WS, ns | total power (W)
2_1_floorplan | 997 | 20400 | 0.422 | 0.448 | 0.00844
6_report | 1696 | 23700 | 0.865 | 0.532 | 0.0153
5_1_grt | 1696 | 23700 | 0.829 | 0.536 | 0.0158
3_5_place_dp | 1596 | 21900 | 0.289 | 0.522 | 0.00886
3_3_place_gp | 1596 | 21900 | 0.296 | 0.517 | 0.00885
4_1_cts | 1696 | 23700 | 0.874 | 0.529 | 0.0154
## worst max path at each step
stage | slack [ns] | cells after the start | to
4_1_cts | 0.87 | 1 | data_o[12]
5_1_grt | 0.83 | 1 | data_o[4]
6_report | 0.87 | 1 | data_o[12]
Power and IR drop assume default switching activity.
